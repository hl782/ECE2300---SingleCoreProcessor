`./design.v`:
```
module lab5iram(CLK, RESET, ADDR, Q);
  input         CLK;
  input         RESET;
  input  [7:0]  ADDR;
  output [15:0] Q;
  reg    [15:0] mem[0:127];  
  wire   [6:0]  saddr;
  integer       i;
  assign saddr = ADDR[7:1];
  assign Q = mem[saddr];
  always @(posedge CLK) begin
    if(RESET) begin
      mem[0]   <= 16'b 1111010010010001;    
      mem[1]   <= 16'b 1111001001001001;    
      mem[2]   <= 16'b 0101010010111111;    
      mem[3]   <= 16'b 1111010010010000;    
      mem[4]   <= 16'b 0101010010111111;    
      mem[5]   <= 16'b 0101010010111111;    
      mem[6]   <= 16'b 1111010001010001;    
      mem[7]   <= 16'b 0101010010000011;    
      mem[8]   <= 16'b 0100010001000000;    
      mem[9]   <= 16'b 0101001001000001;    
      mem[10]  <= 16'b 0100010001000000;    
		mem[11]  <= 16'b 0000000000000001;    
      mem[12]  <= 16'b 0101001001000001;    
      mem[13]  <= 16'b 0100010001000000;    
      mem[14]  <= 16'b 0101001001000001;    
      mem[15]  <= 16'b 0100010001000000;    
      mem[16]  <= 16'b 0101001001000001;    
      mem[17]  <= 16'b 0100010001000000;    
      mem[18]  <= 16'b 0101001001000001;    
      mem[19]  <= 16'b 0100010001000000;    
      for(i = 20; i < 128; i = i + 1) begin
        mem[i] <= 16'b0000000000000000;
      end
    end
  end
endmodule
```
`./run.sh`:
```
#!/bin/bash
# OpenROAD 26Q1-2900-gdf79404cd8, Yosys 0.63+post, stock flow scripts
make -C /OpenROAD-flow-scripts/flow DESIGN_CONFIG=/design/flow/config.mk WORK_HOME=/design/flow/orfs finish
```
`./config.mk`:
```
export PLATFORM = sky130hd
export DESIGN_NAME = lab5iram
export DESIGN_NICKNAME = lab5iram
export VERILOG_FILES = /design/flow/design.v
export SDC_FILE = /design/flow/constraint.sdc
export NUM_CORES = 4
export LEC_CHECK = 1
export CORE_AREA = 10 10 70 70
export DIE_AREA = 0 0 80 80
```
`./constraint.sdc`:
```
current_design lab5iram

set clk_period 5.3
set clk_io_pct 0.2

create_clock -name clk0 -period $clk_period [get_ports {CLK}]

set non_clock_inputs [all_inputs -no_clocks]
set_input_delay [expr $clk_period * $clk_io_pct] -clock clk0 $non_clock_inputs
set_output_delay [expr $clk_period * $clk_io_pct] -clock clk0 [all_outputs]
```
==> results.cfg <==
; generated from flow reports
[synthesis]
mappedNetlistArea_um2 = 354
mux_area_share_pct = 8.48
post_synth_ao_oa_area_fraction_pct = 24.0
ys_chip_area_um2 = 354
synth_simple_gate_area_share_pct = 39.9
yosys_cell_count = 54
avgSynthCellArea_um2 = 6.56
topCellsByArea = sky130_fd_sc_hd__buf_4 (11%), sky130_fd_sc_hd__mux2i_1 (8.5%), sky130_fd_sc_hd__nor2_1 (8.5%)
synth.largest_area_cell = sky130_fd_sc_hd__buf_4
netlist_instances = 54
synthDominantCellAreaShare_pct = 10.6
xor_share_pct = 7.42
synth-adder-area-share_pct = 0
synth_sequential_area_ratio_pct = 0
yosys_warnings = 2
synth_cell_types = 27
top_logic_kind = simple AND/OR/NAND/NOR gates

[global_routing]
number_of_global_route_vias_before_repair = 366
grt.overflow.total = 0
grt_first_pass_wirelength_mm = 1.76
pin_count_of_the_biggest_net_entering_global_routing = 16
grtUsageTotal_pct = 3.23
initial_antenna_violation_count = 0

[die]
core_area_mm2 = 0.00342
die.size.y_um = 80
io_pins = 26
fp.dieW_um = 80
rows = 21
floorplan.core_util_pct = 10.4
chip_area_mm2 = 0.00640

[finish]
combGateArea_um2 = 290
drive_gt1_share_pct = 5.97
layout.area.seq_um2 = 0
flops = 0
area_growth_syn_to_layout_pct = 58.7
fill_cells = 408
layout.clock_buffers = 0

[sta]
finalHoldViolCount = 0
worst_pin_slew_ns = 0.597
min_period_ns = 4.07
final.period_utilization_pct = 76.8
final.setup.worst_slack_ns = 1.23
grt_setup_unrepaired = false
setup_viol = 0
max_freq_ghz = 0.246
setup-tns-final_ns = 0
slew-limit-headroom_pct = 60.0
final-max-slew-violation-count = 0

[hold_path]
hold_class = input pin to output pin

[job]
tool_warnings = 30
number_of_max_cap_violations = 0

[routing]
drtAntennaViolNets = 0
num_vias = 392
postRouteWirelength_mm = 1.09
antenna-diode-count = 0
drc = 0
wl_per_cell_um = 9.65
drt_iter0_markers = 26
via_per_inst = 3.47
drtPass1Iterations = 6

[placed_design]
globalplace.congestion = 0.786
hpwl_um = 917
io_buffer_count = 21
dp_worst_setup_slack_ns = 1.25

[critical_path]
cp_data_required_time_ns = 4.24
crit_path_max_fanout = 15
worst_setup_path_class = input pin to output pin
critical_path.startpoint_type = input pin
critical_path_arrival_ns = 3.01
critPathCaptureType = output pin

[pwr]
power.ir.vdd_worst_mv = 0.0236
power_density_mw_per_mm2 = 56.5
cellLeakagePower_uw = 0.000191

[clock_tree]
cts.repair_timing.setup_buffer_count = 0
total_of_hold_buffers_inserted_after_clock_tree_synthesis = 0
cts-resized-gates = 0

[outcome]
status = finished clean
## cell usage after synthesis
library cell               number
sky130_fd_sc_hd__o21a_1         1
sky130_fd_sc_hd__o21ai_1        2
sky130_fd_sc_hd__o31a_1         1
sky130_fd_sc_hd__buf_6          1
sky130_fd_sc_hd__a211oi_1       1
sky130_fd_sc_hd__mux2i_1        3
sky130_fd_sc_hd__a21oi_1        3
sky130_fd_sc_hd__nor4b_2        1
sky130_fd_sc_hd__conb_1         1
sky130_fd_sc_hd__o2111a_1       1
sky130_fd_sc_hd__nand2_1        4
sky130_fd_sc_hd__nor3b_1        2
sky130_fd_sc_hd__a21o_1         1
sky130_fd_sc_hd__xnor2_1        2
sky130_fd_sc_hd__a211oi_2       1
sky130_fd_sc_hd__xor2_1         1
sky130_fd_sc_hd__nor2_1         8
sky130_fd_sc_hd__buf_2          3
sky130_fd_sc_hd__o21ai_0        1
sky130_fd_sc_hd__inv_1          1
sky130_fd_sc_hd__buf_4          5
sky130_fd_sc_hd__nor2b_1        3
sky130_fd_sc_hd__and3_1         2
sky130_fd_sc_hd__and2_1         1
sky130_fd_sc_hd__nor3_1         2
sky130_fd_sc_hd__nor2_2         1
sky130_fd_sc_hd__nor3b_2        1
## final cells by class
class,instances,area share (%)
timing repair buffer,21,37.4
inverter,1,0.668
multi-input combinational,45,51.7
tap,46,10.2
## kinds of logic after synthesis
logic type,after synthesis
simple gates,25
compound gates,12
buf+inv,10
xor+xnor,3
mux,3
other cells,1
## worst paths after layout
check	start	to	slack (ns)	depth (start not counted)
setup / recovery	ADDR[3]	Q[9]	1.23	5
hold / removal	ADDR[7]	Q[12]	3.05	3
## cell usage in the layout, fill, tap and decap left out
cell,netlist,layout
sky130_fd_sc_hd__clkdlybuf4s50_1,0,21
sky130_fd_sc_hd__nor2_1,8,8
sky130_fd_sc_hd__nand2_1,4,4
sky130_fd_sc_hd__a21oi_1,3,3
sky130_fd_sc_hd__nor2b_1,3,3
sky130_fd_sc_hd__mux2i_1,3,3
sky130_fd_sc_hd__xnor2_1,2,2
sky130_fd_sc_hd__nor3b_1,2,2
sky130_fd_sc_hd__and3_1,2,2
sky130_fd_sc_hd__o21ai_1,2,2
sky130_fd_sc_hd__nor3_1,2,2
sky130_fd_sc_hd__conb_1,1,2
sky130_fd_sc_hd__nor2_2,1,1
sky130_fd_sc_hd__xor2_1,1,1
sky130_fd_sc_hd__nor3b_2,1,1
sky130_fd_sc_hd__a211oi_1,1,1
sky130_fd_sc_hd__nor4b_2,1,1
sky130_fd_sc_hd__and2_1,1,1
sky130_fd_sc_hd__inv_1,1,1
sky130_fd_sc_hd__o31a_1,1,1
sky130_fd_sc_hd__o2111a_1,1,1
sky130_fd_sc_hd__a211oi_2,1,1
sky130_fd_sc_hd__o21a_1,1,1
sky130_fd_sc_hd__a21o_1,1,1
sky130_fd_sc_hd__o21ai_0,1,1
## report_power, final
part	total (uW)	switching (uW)	internal, uW
Combinational	31.7	14.4	17.4
Clock	0	0	0
Sequential	0	0	0
Total	31.7	14.4	17.4
## per-stage QoR
stage               area [um^2]  util (%)  hold WS, ns  instances  total power (uW)
floorplan                   358         -         2.14         55              20.0
global placement            562      16.4         3.06        113              31.4
detailed placement          562      16.4         3.06        113              31.7
CTS                         562      16.4         3.06        113              31.9
global route                562      16.4         3.08        113              35.2
finish                      562      16.4         3.05        113              31.7
## metal layers
layer / GRT usage, % / routed length [um]
met1: 4.42 / 547
met2: 4.57 / 354
met3: 1.82 / 188
met4: 0 / 0
met5: 0 / 0
## worst max-delay path, stage by stage
cell and delay, ns:
sky130_fd_sc_hd__clkdlybuf4s50_1 0.85, sky130_fd_sc_hd__and2_1 0.28, sky130_fd_sc_hd__nor3b_1 0.20, sky130_fd_sc_hd__o31a_1 0.15, sky130_fd_sc_hd__clkdlybuf4s50_1 0.46
Power and IR drop assume default switching activity.
